--- ./config.mk ---
export PLATFORM = sky130hd
export DESIGN_NAME = ButtonDejitterHardwareTest
export DESIGN_NICKNAME = ButtonDejitterHardwareTest
export VERILOG_FILES = /design/flow/design.v
export SDC_FILE = /design/flow/constraint.sdc
export NUM_CORES = 4
export LEC_CHECK = 1
export CORE_AREA = 10 10 89 89
export DIE_AREA = 0 0 99 99
--- ./constraint.sdc ---
current_design ButtonDejitterHardwareTest

set clk_period 6.2
set clk_io_pct 0.2

create_clock -name clk0 -period $clk_period [get_ports {CLK}]

set non_clock_inputs [all_inputs -no_clocks]
set_input_delay [expr $clk_period * $clk_io_pct] -clock clk0 $non_clock_inputs
set_output_delay [expr $clk_period * $clk_io_pct] -clock clk0 [all_outputs]
--- ./design.v ---
`timescale 1ns / 1ps
module ReversableCounter(
    input LOAD,
    input CLK,
    input EN,
    input DATA,
    input MR,
    input [3:0] D,
    output reg [3:0] Q,
    output CO
    );
assign CO = (DATA == 0 && Q == 4'hF) || (DATA == 1 && Q == 4'b0);
always @(posedge MR or posedge CLK) begin
	if (MR == 1) begin
		Q <= 4'b0;
	end else if (LOAD == 0) begin
		Q <= D;
	end else if (EN == 1) begin
		if (DATA == 0) Q <= Q + 1; else Q <= Q - 1;
	end
end
endmodule
`timescale 1ns / 1ps
module ButtonDejitter #(
		parameter COUNT_TO = 5000000,
		parameter DATA_WIDTH = (COUNT_TO <= 2)?1:
(COUNT_TO <= 4)?2:
(COUNT_TO <= 8)?3:
(COUNT_TO <= 16)?4:
(COUNT_TO <= 32)?5:
(COUNT_TO <= 64)?6:
(COUNT_TO <= 128)?7:
(COUNT_TO <= 256)?8:
(COUNT_TO <= 512)?9:
(COUNT_TO <= 1024)?10:
(COUNT_TO <= 2048)?11:
(COUNT_TO <= 4096)?12:
(COUNT_TO <= 8192)?13:
(COUNT_TO <= 16384)?14:
(COUNT_TO <= 32768)?15:
(COUNT_TO <= 65536)?16:
(COUNT_TO <= 131072)?17:
(COUNT_TO <= 262144)?18:
(COUNT_TO <= 524288)?19:
(COUNT_TO <= 1048576)?20:
(COUNT_TO <= 2097152)?21:
(COUNT_TO <= 4194304)?22:
(COUNT_TO <= 8388608)?23:
(COUNT_TO <= 16777216)?24:
(COUNT_TO <= 33554432)?25:
(COUNT_TO <= 67108864)?26:
(COUNT_TO <= 134217728)?27:
(COUNT_TO <= 268435456)?28:
(COUNT_TO <= 536870912)?29:
(COUNT_TO <= 1073741824)?30:
(COUNT_TO <= 2147483648)?31:
(COUNT_TO <= 4294967295)?32:
	-1 + 1
	)(
    input BTN_IN,
    input CLK,
    output BTN_OUT
    );
reg DEJITTERED = 0;
reg [DATA_WIDTH:0] count = 0;
assign BTN_OUT = DEJITTERED;
always @(posedge CLK) begin
	if (BTN_IN != DEJITTERED) count = count + 1;
	else count = 0;
	if (count == COUNT_TO) begin
		DEJITTERED = BTN_IN;
		count = 0;
	end
end
endmodule
`timescale 1ns / 1ps
module ButtonDejitterHardwareTest(
    input BTN,
    input RST,
	 input CLK,
    output [3:0] OUT
    );
wire INNER_BTN;
reg TRUE = 1;
reg FALSE = 0;
ButtonDejitter #(.COUNT_TO(500000)) bd0 (
    .BTN_IN(BTN),
    .CLK(CLK),
    .BTN_OUT(INNER_BTN)
);
ReversableCounter rc0 (
	 .LOAD(TRUE),
    .CLK(INNER_BTN),
    .EN(TRUE),
    .DATA(FALSE),
    .MR(RST),
    .Q(OUT)
);
endmodule
--- ./run.sh ---
#!/bin/bash
# OpenROAD 26Q1-2900-gdf79404cd8, Yosys 0.63+post, stock flow scripts
make -C /OpenROAD-flow-scripts/flow DESIGN_CONFIG=/design/flow/config.mk WORK_HOME=/design/flow/orfs finish
==> metrics.cfg <==
[drt]
vias = 1008
wl_per_cell_um = 10.97
firstDrtPassIters = 4
remaining_drc_errors = 0
diodes = 0
ant_nets = 0
drt_wl_total_um = 2436
routed_via_density = 4.541
drt-initial-drc-count = 40

[worst_setup_path]
cp_max_fo = 20
r2r_cells = 6
worstPathArrival_ns = 3.24
cp.depth = 7
cp_top_family = simple AND/OR/NAND/NOR gates
critical_path.cell_chain = clkdlybuf4s50_1 > xnor2_1 > buf_4 > nor2_1 > nor4_1 > nand4b_1 > nor4_4
cp_slowest_cell = nor4_4
worstPathRequired_ns = 6.11
crit_start = BTN
criticalPathCategory = primary input to register
ff2ff_setup_slack_ns = 3.53
slowest_delay_ns = 0.54
reg2reg_from = bd0.count[3]$_SDFF_PN0_
worstSetupEndpointType = register
r2r-end = bd0.DEJITTERED$_DFFE_PN_
critPathLaunchType = primary input
crit_end = bd0.DEJITTERED$_DFFE_PN_
worst-path-buf-inv = 2

[run]
warnings = 25
maxCapViolations = 0

[grt]
grt_max_degree = 21
antenna_found_initial = 0
grt_util_met1_pct = 7.265
gr-total-overflow = 0
track_usage_pct = 4.915
grt_pass1_vias = 908
met2_usage_pct = 7.565
grt_pass1_wl_um = 4243
globalRouteMet3Util_pct = 0.7752
grt.busiest_layer = met2

[power_and_ir_drop]
p_per_area_mw_per_mm2 = 164.6
leakagePower_nw = 0.5212
ir_worst_vdd_mv = 0.1183

[timing]
untimed_endpoints = 8
fin_crit_ns = 3.335
fin_tns_setup_ns = 0
maxSlewViolCount = 0
unclocked_pins = 4
fmax_mhz = 299.8
rsz0062_at_grt = no
finalHoldViolCount = 0
clock_skew_ns = 0.002573
worst_slack_ns = 2.865
tightest_slew_ns = 0.4905
slew_headroom_pct = 67.06
finalSetupViolCount = 0
fin_crit_sh_pct = 53.79

[synthesis]
synthCells = 144
synth_top_area_share_pct = 30.74
synthTopCellsByCount = dfxtp_1 (20), nor2_1 (17), xnor2_1 (11)
yosys_cells = 144
top_cell = dfxtp_1
yosysWarnings = 3
edf_count = 1
ys_seq_elements = 25
postSynthSeqShare_pct = 40.73
ff_type = dfxtp_1
synth.largest_area_cell = dfxtp_1
synthesis.area_mm2 = 0.001302
avgSynthCellArea_um2 = 9.045
ys_types = 44
synthArstFlopShare_pct = 16.00
area_leaders = dfxtp_1 (31%), dfrtp_1 (7.7%), xnor2_1 (7.4%), xor2_1 (6.7%), nor2_1 (4.9%)
yosys_area_mm2 = 0.001302

[die]
fp.dieW_um = 99
initial_core_util_pct = 21.74
dieArea_mm2 = 0.009801
dieHeight_um = 99
coreArea_mm2 = 0.005991
rows = 28
pin_count = 7

[clock_network]
ctsHtreeMaxLevel = 1
cts_setup_buffers = 0
root_buffer = clkbuf_8
cts_tree = done
clock_path_buffers = 2
cts.hold.buffers_added = 0
cts_inserted_buffers = 3
cts_resized = 0
insertion_delay_ns = 0.26
path_clk_slew_ns = 0.08

[finish]
layout-drive-gt1-share_pct = 6.803
final_util_pct = 24.35
design_area_mm2 = 0.001459
area_growth_pct = 12.01

[min_path]
holdCritPathClass = register to register
whs_path_depth = 1

[place]
place_area_mm2 = 0.001414
gp_congestion = 0.8187
dp_slack_ns = 2.563
dp_hpwl_um = 1804
port-buffer-count = 6

[run_status]
outcome = finished clean

-- power by group --
part	switching, W	leakage (nW)	internal (W)
Clock	0.0000442	0.0228	0.0000458
Combinational	0.00000614	0.271	0.00000455
Sequential	0.00000211	0.227	0.000137
-- worst reg2reg max path, stage by stage (launching register included) --
cell	delay, ns
dfxtp_1	0.43
and3_1	0.33
and2b_1	0.41
o2111ai_1	0.17
a31oi_1	0.25
nand4b_1	0.18
nor4_4	0.54
-- worst min-delay path by stage --
stage                                   start                 endpoint
after CTS             bd0.count[0]$_SDFF_PN0_  bd0.count[0]$_SDFF_PN0_
after global routing  bd0.count[0]$_SDFF_PN0_  bd0.count[0]$_SDFF_PN0_
final                 bd0.count[0]$_SDFF_PN0_  bd0.count[0]$_SDFF_PN0_
-- sequential cells by signal, summed over array words and instances, names as in the netlist --
| register | count |
|---|---|
| bd0.DEJITTERED | 1 |
| rc0.Q | 4 |
| bd0.count | 20 |
-- metrics by stage --
step,total power [W],std cells,hold WS (ns)
floorplan,0.0001501,144,0.4488
global placement,0.0001536,218,0.4904
detailed placement,0.0001534,218,0.4863
CTS,0.0002444,222,0.5040
global route,0.0002495,222,0.5447
finish,0.0002402,222,0.4977
-- routing by layer --
metal,up-vias,share of wire (%)
met1,479,50
li1,513,-
met2,16,46
met5,-,0
met3,0,4.1
met4,0,0
-- cell type report --
type                    instances  area (um2)
well taps                      75       93.84
clock buffers                   4       45.04
flip-flops and latches         25       530.5
fillers                       632        4532
inverters                       5       18.77
multi-input cells             106       703.2
repair buffers                  7       67.56
-- cells by family (layout without fill, tap and decap cells) --
logic type | after synthesis | count (layout) | share of synthesized area (%)
AND/OR/NAND/NOR | 65 | 65 | 28.24
flip-flops | 25 | 25 | 40.73
XOR/XNOR | 21 | 21 | 14.12
AND-OR/OR-AND | 18 | 18 | 9.704
buffers and inverters | 13 | 16 | 5.283
adder cells (fa/ha/maj) | 2 | 2 | 1.921
-- cell usage in the layout (no fill, tap or decap), types with 2 or more instances in the layout --
cell	n
nand2b_1	2
xnor2_1	11
o21ai_0	2
nand2_1	10
xor2_1	10
a21oi_1	4
nor2_1	17
inv_1	5
and2_1	2
clkdlybuf4s50_1	6
clkbuf_8	3
nand4_1	5
a31oi_1	3
nor3_1	6
dfrtp_1	4
ha_1	2
nand3_1	8
dfxtp_1	20
and3_1	2
Power is estimated from default activity; no workload was simulated.
