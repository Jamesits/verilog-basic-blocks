`run.sh`:
```
#!/bin/bash
# OpenROAD 26Q1-2900-gdf79404cd8, Yosys 0.63+post, stock flow scripts
make -C /OpenROAD-flow-scripts/flow DESIGN_CONFIG=/design/flow/config.mk WORK_HOME=/design/flow/orfs finish
```
`config.mk`:
```
export PLATFORM = sky130hd
export DESIGN_NAME = CarryLookaheadAdder4
export DESIGN_NICKNAME = CarryLookaheadAdder4
export VERILOG_FILES = /design/flow/design.v
export SDC_FILE = /design/flow/constraint.sdc
export NUM_CORES = 4
export LEC_CHECK = 1
export CORE_AREA = 10 10 70 70
export DIE_AREA = 0 0 80 80
```
`constraint.sdc`:
```
current_design CarryLookaheadAdder4

set clk_period 2.6
set clk_io_pct 0.2

create_clock -name clk0 -period $clk_period

set non_clock_inputs [all_inputs -no_clocks]
set_input_delay [expr $clk_period * $clk_io_pct] -clock clk0 $non_clock_inputs
set_output_delay [expr $clk_period * $clk_io_pct] -clock clk0 [all_outputs]
```
`design.v`:
```
`timescale 1ns / 1ps
module CarryLookaheadAdder4(
    input [3:0] InputA,
    input [3:0] InputB,
    input InputCarry,
    output [3:0] Output,
    output OutputCarry,
    output OutputGroupPropagation,
    output OutputGroupGeneration
    );
wire [3:0] Carry;  
FullAdder FA1(InputA[0], InputB[0], InputCarry, Output[0],);
FullAdder FA2(InputA[1], InputB[1], Carry[0], Output[1],);
FullAdder FA3(InputA[2], InputB[2], Carry[1], Output[2],);
FullAdder FA4(InputA[3], InputB[3], Carry[2], Output[3],);
CarryLookaheadModule4 CAM(InputA, InputB, InputCarry, Carry, OutputGroupGeneration, OutputGroupPropagation);
assign OutputCarry = Carry[3];
endmodule
`timescale 1ns / 1ps
module CarryLookaheadModule4(
    input [3:0] InputA,
	 input [3:0] InputB,
    input InputCarry,
    output [3:0] OutputCarry,
    output GroupGeneration,
    output GroupPropagation
    );
wire [3:0] Generation;
wire [3:0] Propagation;
assign Generation = InputA & InputB;
assign Propagation = InputA | InputB;
assign OutputCarry[0] = ((Generation[0]) | (Propagation[0]) & (InputCarry));
assign OutputCarry[1] = ((Generation[1]) | (Propagation[1]) & (((Generation[0]) | (Propagation[0]) & (InputCarry))));
assign OutputCarry[2] = ((Generation[2]) | (Propagation[2]) & (((Generation[1]) | (Propagation[1]) & (((Generation[0]) | (Propagation[0]) & (InputCarry))))));
assign OutputCarry[3] = ((Generation[3]) | (Propagation[3]) & (((Generation[2]) | (Propagation[2]) & (((Generation[1]) | (Propagation[1]) & (((Generation[0]) | (Propagation[0]) & (InputCarry))))))));
assign GroupPropagation = &Propagation;
assign GroupGeneration = Generation[3] 
								| Generation[2] & Propagation[3]
								| Generation[1] & Propagation[3] & Propagation[2]
								| Generation[0] & Propagation[3] & Propagation[2] & Propagation[1];
endmodule
`timescale 1ns / 1ps
module FullAdder(
    input InputA,
    input InputB,
    input InputCarry,
    output OutputS,
    output OutputCarry
    );
wire W1, W2, W3;
xor XOR1 (W1, InputA, InputB);
xor XOR2 (OutputS, W1, InputCarry);
and AND1 (W2, InputA, InputB);
and AND2 (W3, InputCarry, W1);
or OR1 (OutputCarry, W2, W3);
endmodule
```
==> notes.md <==
Flow results follow.

Summed over all nets, the half-perimeter wirelength after detailed placement is 736 microns. The antenna cell count is 0. The internal power of the cells totals 57.1 uW. The starting utilization of the core area is 9.05%. Entering global routing, the biggest net connects 4 pins. By area the synthesized netlist is led by sky130_fd_sc_hd__ha_1 (32%), sky130_fd_sc_hd__fa_1 (26%), sky130_fd_sc_hd__inv_1 (18%), sky130_fd_sc_hd__buf_4 (9.7%), sky130_fd_sc_hd__nor4_2 (4.0%). The share of total power dissipated in sequential elements is 0%. According to the hold report, the worst path is of the in2out type. The fraction of layout instances using a drive strength above 1 is 50.0%. The final period demand of the worst path is 2.71 ns. The layout has 382 filler cells. The number of standard cells reported by yosys is 36. Before antenna repair, the detailed router went through 3 iterations. The critical path is of the in2out type. The launch point of the worst hold path is InputA[2].

The ratio of final minimum period to clock period is 104%. In this run, the combinational gates consume 100.0% of the power. For this design the ratio of total power to cell area is 149 mW/mm^2.

Setup repair after global routing could not meet its margin everywhere. In the final layout, the clock buffer count is 0. The number of I/O pins is 16. The number of I/O port buffers is 16. The final routed wire length divided by cell count is 7.37 microns. The core region is 0.00342 sq mm.

In the routed layout, each cell is associated on average with a via count of 2.55. The warning count from the yosys run is 0. At the worst endpoint, the arrival time is 2.19 ns.

In the final timing run, aggregate negative setup slack is -0.128 ns. According to the floorplan report, the total die area is 0.00640 sq mm. In this run the static leakage power is 0.307 nW. Looking at the max-slew report, the worst-margin pin has a slew of 0.206 ns. The count of maximum capacitance violations is 0. The layout report lists the combined flip-flop and latch area as 0 sq um. Leaving out fill and tap cells, the most frequent cells in the layout are sky130_fd_sc_hd__buf_4 (12), sky130_fd_sc_hd__inv_1 (10), sky130_fd_sc_hd__ha_1 (7).

The cell sequence reported for the critical path is buf_8 > inv_4 > fa_2 > inv_2 > fa_2 > fa_2 > inv_2 > fa_1 > inv_1 > buf_2. The warning total across the stage logs is 42. The layout-stage area growth over the synthesis result is 94.7%. The via count of the first global-routing pass is 303. In this design, the stage delay of the slowest critical-path cell is 0.40 ns. The timing-limited maximum frequency is 0.369 GHz. The final setup violation count is 2. The flop count is 0. Counting pins that exceed their max-slew limit in the final report gives 0. VDD sags by at most 0.0751 mV.

The cell that appears most often on the critical path is sky130_fd_sc_hd__fa_2. The sink of the worst hold path is Output[2]. The DRC marker count from the first detailed-route iteration is 3. The placement summary gives the final routability congestion estimate as 0.757. The wire length recorded after detailed routing is 781 microns. The number of stages on the worst hold path is 3. For this run, the register share of the synthesized area comes to 0%. The combinational gate area is 238 sq um. The proportion of total power due to net switching is 36.5%. The relative contribution of the clock network to total power is 0%.

The overall die height is 80 microns. In the synthesis report, Yosys lists the chip area as 309 sq um. The checks that failed: negative setup slack. In the synthesized netlist, the number of instances is 36. After detailed routing, the number of remaining DRC violations is 0. The overall track demand over capacity in global routing is 2.53%. The area share of the largest cell type after synthesis is 32.4%. The cell with the largest stage delay on the worst path is sky130_fd_sc_hd__fa_1. The largest area contributor in the synthesized netlist is sky130_fd_sc_hd__ha_1. The cell area that synthesis handed to floorplanning was 309 sq um.

The total global routing overflow is 0. The routed layout has 270 vias. STA classifies the critical path startpoint as an input pin. The number of library cell types mapped by synthesis is 9. The largest fanout of any net on the critical path is 2.

The first-pass GRT wire length is 1360 microns. The worst setup path is captured at a primary output. The flow ran to the end, but the final reports show violations. The minimum setup slack in the final design is -0.109 ns. The average size of a mapped cell is 8.58 sq um. The detail route stage leaves a number of antenna-violating nets equal to 0. The final timing report lists a hold violation count of 0. The initial antenna violation count is 0.

The number of placement rows is 21. The overall die width is 80 microns. Hold timing on the final database bottoms out at a slack of 1.71 ns. The most common logic cell in the final layout is sky130_fd_sc_hd__buf_4. According to the timing report, the data required time at the worst endpoint equals 2.08 ns. The switching power summed over all nets is 32.8 uW.

The worst slew margin relative to its limit is 86.2%.
## layer usage
layer	vias up	track usage [%]	share of wire, %
li1	145	-	-
met1	109	4.21	55
met2	16	2.97	28
met3	0	1.02	17
met4	0	0	0
met5	-	0	0
## repair_timing
item	CTS	global route
setup endpoints to repair	6	4
resized	36	2
endpoints found under the hold margin	0	0
buffers inserted	2	0
pin swaps	5	4
hold buffers	0	0
cloned	0	0
## cell usage after synthesis (all sizes together)
library cell	count
a21oi	2
buf	4
fa	4
ha	8
inv	16
nor4	1
o31ai	1
## final cells by class
type / count / share of cell area [%]
Timing Repair Buffer: 28 / 40.1
Multi-Input combinational cell: 16 / 39.5
Inverter: 16 / 10.8
Tap cell: 46 / 9.56
## power by group through the flow
| stage | sequential, mW | clock (mW) | combinational, mW |
|---|---|---|---|
| after CTS | 0 | 0 | 0.0913 |
| after global routing | 0 | 0 | 0.101 |
| final | 0 | 0 | 0.0898 |
## metrics by stage
step | utilization, % | cell area [sq um] | worst slack, ns | power (mW) | std cells
after floorplan | - | 312 | 0.000160 | 0.0390 | 36
after global placement | 16.8 | 574 | -0.892 | 0.0895 | 104
after detailed placement | 16.8 | 574 | -0.912 | 0.0921 | 104
after CTS | 17.4 | 596 | -0.191 | 0.0913 | 106
after global routing | 17.6 | 602 | -0.169 | 0.101 | 106
final | 17.6 | 602 | -0.109 | 0.0898 | 106
## cell families (layout without fill, tap and decap cells)
kind of cell	Yosys count	after routing	synth area share (%)
and+or+nand+nor	1	1	4.05
AOI/OAI and AO/OA	3	3	8.50
buffers and inverters	20	44	29.1
adders and majority gates	12	12	58.3
## critical path, delay by kind of cell
| family | cells | cell delay [ns] |
|---|---|---|
| buf+inv | 6 | 0.39 |
| fa+ha+maj | 4 | 1.28 |
## how the worst max path moves through the flow
stage                     start   endpoint  slack (ns)  depth (start not counted)
final                 InputB[0]  Output[3]       -0.11                         10
after global routing  InputB[0]  Output[3]       -0.17                         10
after CTS             InputA[0]  Output[3]       -0.19                         10
No activity file was given, so power comes from the tool's default toggle rates.
